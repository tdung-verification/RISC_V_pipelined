==> ./design.v <==
module regfile (
  input  logic        i_clk,
  input  logic        i_rst_n,
  input  logic [4:0]  i_rs1_addr,
  input  logic [4:0]  i_rs2_addr,
  input  logic [4:0]  i_rd_addr, 
  input  logic [31:0] i_rd_data,
  input  logic        i_rd_wren,
  output logic [31:0] o_rs1_data,
  output logic [31:0] o_rs2_data
);
  logic [31:0] register_rf [31:0];
  integer i;
  assign o_rs1_data = register_rf[i_rs1_addr];
  assign o_rs2_data = register_rf[i_rs2_addr];
  always_ff @(negedge i_clk) begin
    if (~i_rst_n) begin
      for (i = 0; i < 32; i = i + 1)
        register_rf[i] <= 32'b0;
    end else if (i_rd_wren && (i_rd_addr != 5'b0)) begin
      register_rf[i_rd_addr] <= i_rd_data;
    end
  end
endmodule
==> ./run.sh <==
#!/bin/bash
# OpenROAD 26Q1-2900-gdf79404cd8, Yosys 0.63+post, stock flow scripts
make -C /OpenROAD-flow-scripts/flow DESIGN_CONFIG=/design/flow/config.mk WORK_HOME=/design/flow/orfs finish
==> ./config.mk <==
export PLATFORM = sky130hd
export DESIGN_NAME = regfile
export DESIGN_NICKNAME = regfile
export VERILOG_FILES = /design/flow/design.v
export SDC_FILE = /design/flow/constraint.sdc
export NUM_CORES = 4
export LEC_CHECK = 1
export CORE_UTILIZATION = 50
==> ./constraint.sdc <==
current_design regfile

set clk_period 18.8
set clk_io_pct 0.2

create_clock -name clk0 -period $clk_period [get_ports {i_clk}]

set non_clock_inputs [all_inputs -no_clocks]
set_input_delay [expr $clk_period * $clk_io_pct] -clock clk0 $non_clock_inputs
set_output_delay [expr $clk_period * $clk_io_pct] -clock clk0 [all_outputs]
==> notes.md <==
The implementation run finished. The detailed router reported a total wirelength of 195,100 um. Quantity of hold-fixing buffers added after cts landed at 0. Total clock buffers created by CTS landed at 119. The worst setup path is captured at a primary output.

Routability-driven placement congestion ratio landed at 0.9490. Total core area landed at 0.1096 sq mm. Warnings reported by Yosys during synthesis add up to 1. Per the detail_route report, vias per standard cell equal 5.772. The worst setup path is launched from a flop. Post-route DRC violation count landed at 0. register_rf holds more flip-flops than any other register. The placement report lists the number of port buffers as 113. Placement row count landed at 121.

Along the worst path, the maximum fanout reaches 2. The critical path in the final layout is reported with a setup slack of 2.605 ns. For reference, the most critical setup path is categorized as flop to primary output.

Worst-case clock buffer depth landed at 3. The final report gives the standard cell area, fillers excluded, as 0.06685 sq mm. Across every metal layer, demand over resource in global routing totals 0.3788.

CTS clock-pin slew for the worst setup and hold paths landed at 0.03 ns. Detail-routed net length per standard cell landed at 27.08 um. Synthesis-stage register bit count landed at 1,024.

The transition time recorded at the tightest slew-check pin is 1.229 ns. Number of buffer and inverter instances along the worst setup path landed at 2. Traced cell by cell, the critical path runs through mux2i_1, a22o_1, nor3_1, buf_4, a31oi_1, nand3_1, clkdlybuf4s50_1.

Per Yosys stat, the portion of area used by sequential elements is 0.5530. Maximum VDD drop landed at 0.08054 mV. Number of standard cells after synthesis landed at 4,610. Buffer count from post-CTS setup fixing landed at 0.

The required time at the worst endpoint is listed as about 15 ns. Entering global routing, the biggest net connects 79 pins. Relative area change from synthesis to final layout landed at 20.22%. The path class of the tightest hold or removal check is input port to primary output.

Summed over all cells, the static leakage comes to 29.94 nW. For this design the ratio of total power to cell area is 100.7 mW/mm^2. The timing report shows that the slowest cell on the worst path is sky130_fd_sc_hd__a31oi_1. Antenna violation net count after detailed routing landed at 0. Fraction of power spent switching nets landed at 0.2990. Cell internal power was estimated by the tool at 4.718 mW. Summing internal, switching and leakage power gives 6.730 mW.

After global routing the overflow that remains totals 0. The registers reported with the highest flop counts are register_rf x1024. The final hold violation count recorded for this run is 0. Among cell families on the critical path, the largest total delay comes from buffers and inverters.

TritonCTS built the clock tree. Counting every sink on the clock net gives 1,024. The most used flip-flop cell after synthesis is sky130_fd_sc_hd__edfxtp_1. The share of synthesized area in the top cell type comes to 0.5530. STA on the placed design reports a worst setup slack of between 2 and 2.5 ns.

In this run the cell area of the synthesized design comes to 0.05560 sq mm. Looking at area per cell type in the netlist, the leader is sky130_fd_sc_hd__edfxtp_1. Relative contribution of sequential cells to total power landed at 0.405. Tightest slew margin relative to the limit landed at 0.1786. The layout summary lists the proportion of cells stronger than drive strength 1 as 0.07997. The first global-routing pass estimated 278,900 um of wire.

The routed layout has 41.59k vias. Vertical die dimension landed at 335.5 um. Post-CTS repair changed the size of 0 cells. The wire-length estimate of the detail-placed layout is 115,200 um. Yosys mapped a number of flops with a built-in enable equal to a little over 1k. Total setup violations reported at the end of the flow landed at 0. Of the total power, the clock network draws 0.494. Flip-flop count of the largest register after layout landed at between 1k and 1.5k. Total cell area at the placement stage landed at 0.05880 sq mm. Pins over their slew limit in the final report were tallied at 0. Setup TNS landed at 0 ns. The synthesis report gives the async set-or-reset register share as 0. Max-cap violations in this run came to 0. Effective utilization at floorplan landed at 0.5073. Setup repair after global routing left no endpoint under its margin. Floorplan die width landed at 335.5 um.

Number of H-tree levels landed at 3. Full die area landed at roughly 0.11 sq mm. Distinct cell type count of the synthesized netlist landed at 31.

Highest cell delay on the worst timing path landed at 0.51 ns. Fill cells in the final layout number 8,694. The first detailed-routing pass ran for 5 iterations. The cell sitting at the root of the clock tree is a sky130_fd_sc_hd__clkbuf_16. Net switching power landed at 2.013 mW. For this design the top-level I/O count stands at between 100 and 150. Part of the total power dissipated in combinational logic landed at 0.101.

After the first detailed-routing iteration, the DRC count stood at between 2k and 3k. Sorting the synthesized cells by how often they occur yields sky130_fd_sc_hd__edfxtp_1 (1,024), sky130_fd_sc_hd__mux2i_1 (1,024), sky130_fd_sc_hd__and2_1 (994). Number of global-route vias before repair landed at 44.07k.

Stage-log warning count landed at 1,027. Post-synthesis, Yosys gives the total cell area as 0.05560 sq mm. Arrival time of the worst setup path landed at 12.44 ns. Final hold analysis gives a worst-case slack of 8.750 ns. After synthesis, the cell types taking the most area are sky130_fd_sc_hd__edfxtp_1 (55%), sky130_fd_sc_hd__mux2i_1 (18%), sky130_fd_sc_hd__and2_1 (11%).

Number of cells in the yosys synthesis report landed at 4,610. Mean cell area of the mapped netlist landed at 12.06 sq um. The number of antenna violations at the first check in global routing came to 9. The run finished with clean final reports.
-- cell families (layout without fill, tap and decap cells) --
kind of cell           count (synthesis)  in the layout  share of synthesized area
AOI/OAI and AO/OA                    607            607                    0.07336
buffers and inverters                452           1538                    0.03589
DFF                                 1024           1024                     0.5530
muxes                               1024           1024                     0.1843
other                                  1             34                 0.00006744
and+or+nand+nor                     1502           1502                     0.1533
-- path summary, 6_finish.rpt --
kind | to | slack [ns] | cells after the start | from
setup / recovery | o_rs1_data[30] | 2.60 | 7 | register_rf[3][30]
hold / removal | o_rs2_data[12] | 8.75 | 6 | i_rs2_addr[1]
-- worst min-delay path, delay by kind of cell --
family        cells  cell delay, ns
simple gates      3            0.25
mux               1            0.21
buf+inv           2            0.73
-- layout make-up --
type                       count  area, sq um  share of cell area
antenna                        2        5.005          0.00007487
clock buffer                 122         3053             0.04567
clock inverter              1123         4990             0.07465
inverter                       1        3.754          0.00005615
multi-input combinational   3165        23610              0.3531
sequential                  1024        30750              0.4600
tap                         1476         1847             0.02763
timing repair buffer         292         2592             0.03878
-- power groups by stage --
stage / logic, mW / clock network, mW / registers, mW
6_report: 0.679 / 3.33 / 2.72
5_1_grt: 0.716 / 3.67 / 2.74
4_1_cts: 0.669 / 3.41 / 2.72
-- placed cells by master (no fill, tap or decap), drive strengths merged --
cell type / n
a21oi: 192
a22o: 128
a22oi: 192
a31oi: 64
and2: 994
buf: 182
bufinv: 26
clkbuf: 122
clkdlybuf4s50: 110
clkinv: 2
clkinvlp: 35
conb: 32
diode: 2
edfxtp: 1024
inv: 1061
mux2i: 1024
nand2: 197
nand2b: 4
nand3: 193
nand3b: 3
nand4: 1
nand4b: 1
nor2: 35
nor2b: 4
nor3: 64
o21ai: 31
or2: 2
or3: 2
or3b: 2
-- metal layers --
layer / vias to the layer above / GRT usage / wire (um)
met5: - / 0.04125 / 647
met4: 14 / 0.1444 / 6269
met3: 372 / 0.2716 / 29970
met2: 2224 / 0.5148 / 86860
met1: 20050 / 0.4801 / 71340
li1: 18920 / - / -
-- metrics by stage --
step / instances / util
3_5_place_dp: 5959 / 0.5365
2_1_floorplan: 4641 / -
6_report: 7205 / 0.6099
3_3_place_gp: 5959 / 0.5365
4_1_cts: 7203 / 0.6098
5_1_grt: 7203 / 0.6098
Power figures rest on the tool's default switching activity, not on a simulated workload.
