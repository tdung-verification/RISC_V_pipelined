==> flow/design.v <==
module id_ex(
  input  logic i_clk, i_rst_n, i_flush,
  input  logic [4:0] i_rs1_addrD, i_rs2_addrD,
  input  logic [31:0] i_pcD, i_rs1_dataD, i_rs2_dataD, i_immD, i_pc_fourD,
  input  logic [4:0] i_rd_addrD,
  input  logic [2:0] i_funct3D,
  input  logic i_funct7D, i_opcode5D,
  output logic [4:0] o_rs1_addrE, o_rs2_addrE,
  output logic [31:0] o_pcE, o_rs1_dataE, o_rs2_dataE, o_immE, o_pc_fourE,
  output logic [4:0] o_rd_addrE,
  output logic [2:0] o_funct3E,
  output logic o_funct7E,o_opcode5E
);
  always_ff @(posedge i_clk) begin
    if (~i_rst_n || i_flush) begin
      o_pcE <= 32'b0;
		o_rs1_addrE <=  5'b0;
		o_rs2_addrE <=  5'b0;
		o_rs1_dataE <= 32'b0;
		o_rs2_dataE <= 32'b0;
		o_immE      <= 32'b0;
		o_pc_fourE  <= 32'b0;
		o_rd_addrE  <=  5'b0;
      o_funct3E   <=  3'b0;
      o_funct7E   <=  1'b0;
		o_opcode5E  <=  1'b0;
	   end
	 else begin
      o_pcE <= i_pcD;
		o_rs1_addrE <=  i_rs1_addrD;
		o_rs2_addrE <=  i_rs2_addrD;
		o_rs1_dataE <= i_rs1_dataD;
		o_rs2_dataE <= i_rs2_dataD;
		o_immE      <= i_immD;
		o_pc_fourE  <= i_pc_fourD;
		o_rd_addrE  <= i_rd_addrD;
      o_funct3E   <= i_funct3D;
      o_funct7E   <= i_funct7D;
		o_opcode5E  <= i_opcode5D;
	 end
  end
endmodule
==> flow/run.sh <==
#!/bin/bash
# OpenROAD 26Q1-2900-gdf79404cd8, Yosys 0.63+post, stock flow scripts
make -C /OpenROAD-flow-scripts/flow DESIGN_CONFIG=/design/flow/config.mk WORK_HOME=/design/flow/orfs finish
==> flow/config.mk <==
export PLATFORM = sky130hd
export DESIGN_NAME = id_ex
export DESIGN_NICKNAME = id_ex
export VERILOG_FILES = /design/flow/design.v
export SDC_FILE = /design/flow/constraint.sdc
export NUM_CORES = 4
export LEC_CHECK = 1
export CORE_AREA = 10 10 238 238
export DIE_AREA = 0 0 248 248
==> flow/constraint.sdc <==
current_design id_ex

set clk_period 1.0
set clk_io_pct 0.2

create_clock -name clk0 -period $clk_period [get_ports {i_clk}]

set non_clock_inputs [all_inputs -no_clocks]
set_input_delay [expr $clk_period * $clk_io_pct] -clock clk0 $non_clock_inputs
set_output_delay [expr $clk_period * $clk_io_pct] -clock clk0 [all_outputs]
==> impl_metrics.json <==
{
  "crit_chain": "buf_6",
  "warnings": 27,
  "vias_per_cell": 2.97,
  "max_freq_ghz": 0.841,
  "setup_violations": 180,
  "cts_tree": "yes",
  "io_buffers": 362,
  "min_period_over_period_pct": 119,
  "hpwlAfterDp_um": 17600,
  "maxCapViolCount": 0,
  "cts_buffer_depth": 2,
  "yosysUniqueCellTypes": 6,
  "min_delay_path_depth": 2,
  "path_max_fanout": 1,
  "drtIter0Drc": 77,
  "worstHoldPathType": "in -> reg",
  "synth.top_cell.area_share_pct": 66.3,
  "clk_pin_slew_worst_paths_ns": 0.07,
  "fp.dieH_um": 248,
  "finalMaxSlewViolations": 0,
  "netlist_instances": 399,
  "first_global_vias": 4576,
  "cts_made_buffers": 17,
  "final_core_util_pct": 19.0,
  "grt_first_pass_wirelength_um": 30700,
  "path_class": "reg -> out",
  "synth_area_leader_cell": "dfxtp_1",
  "io_pins": 363,
  "ant_nets": 0,
  "ys_ff": 180,
  "cts-root-buf": "clkbuf_16",
  "ctsHoldBuffers": 0,
  "yosysWarnings": 1,
  "gp_congestion": 0.767,
  "cp_slowest_cell": "dfxtp_4",
  "layout-drive-gt1-share_pct": 36.4,
  "grt_max_degree": 60,
  "avgRoutedWirePerCell_um": 15.2,
  "core_area_um2": 51400,
  "ys_cells": 399,
  "outcome": "complete, but fails checks",
  "wl_um": 22200,
  "vias": 4318,
  "fin_ws_ns": -0.189,
  "htreeDepth": 4,
  "critical-path-top-delay-family": "flip-flops",
  "grt.overflow.total": 0,
  "finalInstanceArea_um2": 9750,
  "clock_sinks": 180,
  "total_power_uw": 15800,
  "failed_checks": "setup timing",
  "max-vdd-ir-drop_mv": 1.01,
  "drc": 0,
  "cp.depth": 1,
  "rsz0062_at_grt": "true",
  "avgSynthCellArea_um2": 13.6,
  "worstMarginPinSlew_ns": 0.257,
  "gr-usage-all-layers_pct": 6.85,
  "power_density_nw_per_um2": 1620,
  "area_delta_synth_final_pct": 79.2,
  "crit_required_ns": 0.80,
  "crit_path_end_kind": "output port",
  "crit_arrival_ns": 0.99,
  "drt_first_pass_iters": 4,
  "ys_seq_share_pct": 66.3,
  "fin_setup_tns_ns": -14.48,
  "period_minus_slack_ns": 1.19,
  "initCoreUtil_pct": 10.6,
  "die_x_um": 248,
  "antenna_found_initial": 4,
  "syn_area_um2": 5440,
  "dp.cells": 1422,
  "rows": 83,
  "yosys_area_um2": 5440,
  "critPathBufInv": 1,
  "placed_cell_area_um2": 9890,
  "die_area_um2": 61500,
  "leakagePower_uw": 0.00485,
  "maxSlewHeadroom_pct": 82.9,
  "hold_violations": 0,
  "start_kind": "register",
  "instances_no_fill": 1454,
  "max_stage_delay_ns": 0.41,
  "area_leaders": "dfxtp_1 (66%), and3b_1 (29%), buf_6 (2.3%), buf_2 (1.7%), clkbuf_1 (0.55%)",
  "antenna_cells": 0
}
-- power breakdown --
part,internal (µW),total [µW],switching (µW)
sequential,7460,7550,94.2
combinational,1120,1560,442
clock,3600,6660,3060
total,12200,15800,3600
-- cells in the final DEF (no fill, tap or decap), drive strengths merged --
master           n
dfxtp          180
clkdlybuf4s50  180
and3b          180
clkinvlp         1
buf            202
clkinv           4
bufinv           1
inv              6
clkbuf          20
-- state kept, by name, summed over array words and instances, names as in the netlist --
signal	flops
o_opcode5E	1
o_pc_fourE	32
o_pcE	32
o_rs2_dataE	32
o_immE	32
o_rs1_addrE	5
o_rd_addrE	5
o_rs2_addrE	5
o_funct3E	3
o_rs1_dataE	32
o_funct7E	1
-- synthesized netlist by cell type, drive strengths merged --
cell / number
dfxtp: 180
and3b: 180
buf: 31
clkbuf: 8
-- per-layer routing --
layer | GRT usage [%] | wire, µm | share of wire, %
met1 | 8.25 | 8990 | 41
met5 | 0 | 47 | 0.21
met3 | 5.05 | 3810 | 17
met4 | 1.40 | 520 | 2.3
met2 | 9.70 | 8800 | 40
-- cell type report --
cell class / count / area (µm²)
Fill cell: 5607 / 41700
Tap cell: 680 / 851
Sequential cell: 180 / 3680
Clock inverter: 12 / 116
Clock buffer: 20 / 457
Timing Repair Buffer: 382 / 3060
Multi-Input combinational cell: 180 / 1580
-- cell families after synthesis --
group / after synthesis / share of synthesized area (%)
buffers and inverters: 39 / 4.76
DFF: 180 / 66.3
and+or+nand+nor: 180 / 29.0
-- metrics by stage --
| stage | hold slack [ns] | setup slack, ns |
|---|---|---|
| floorplan | 0.364 | 0.110 |
| global placement | 0.574 | -0.280 |
| detailed placement | 0.570 | -0.261 |
| CTS | 0.0253 | -0.259 |
| global route | 0.0612 | -0.259 |
| finish | 0.0783 | -0.189 |
-- final timing paths --
| kind | end | start | slack, ns |
|---|---|---|---|
| worst max-delay path | o_immE[22] | o_immE[22] | -0.19 |
| worst min-delay path | o_immE[23] | i_rst_n | 0.08 |
-- repair_timing --
item	in CTS	in global routing
setup endpoints to repair	180	180
gates resized	630	29
setup buffers	0	0
Power and IR drop assume default switching activity.
